==> /design/flow/design.v <==
module FormationPause (Clock, I, O);
parameter ArmNum  = 2,
          Periods = 50;
localparam SWNum  = 2*ArmNum;
input bit Clock;
input  logic [SWNum:1] I;
output logic [SWNum:1] O = 0;
logic [SWNum:1] Enable;
generate
if (Periods > 0) begin
   	logic [SWNum:1] Front;
   	logic [SWNum:1] D, M;
   	logic [$clog2(Periods + 1) - 1:0] Counter = 0;
   	logic Zero;
   	assign Zero = (Counter == 0);
	always @(posedge Clock) begin
		D <= I;
	end
	assign Front = ~D & I;
	always @(posedge Clock) begin
		if (Front) Counter <= Periods - 1;
		else if (!Zero) Counter <= Counter - 1;
	end
	always @(posedge Clock) begin
		if (Zero) M <= Front;
	end
	assign Enable = ~(Front | {SWNum{(~Zero)}} & M);
end else begin
	supply1 vcc;
	assign Enable = {SWNum{vcc}};
end
endgenerate
always @(posedge Clock) begin
	integer i;
	for (i = 1; i <= 2*ArmNum; i = i +1)
  		if (Enable[i]) O[i] <= I[i];
end
endmodule
==> /design/flow/run.sh <==
#!/bin/bash
# OpenROAD 26Q1-2900-gdf79404cd8, Yosys 0.63+post, stock flow scripts
make -C /OpenROAD-flow-scripts/flow DESIGN_CONFIG=/design/flow/config.mk WORK_HOME=/design/flow/orfs finish
==> /design/flow/config.mk <==
export PLATFORM = sky130hd
export DESIGN_NAME = FormationPause
export DESIGN_NICKNAME = FormationPause
export VERILOG_FILES = /design/flow/design.v
export SDC_FILE = /design/flow/constraint.sdc
export NUM_CORES = 4
export LEC_CHECK = 1
export CORE_AREA = 10 10 77 77
export DIE_AREA = 0 0 87 87
==> /design/flow/constraint.sdc <==
current_design FormationPause

set clk_period 3.6
set clk_io_pct 0.2

create_clock -name clk0 -period $clk_period [get_ports {Clock}]

set non_clock_inputs [all_inputs -no_clocks]
set_input_delay [expr $clk_period * $clk_io_pct] -clock clk0 $non_clock_inputs
set_output_delay [expr $clk_period * $clk_io_pct] -clock clk0 [all_outputs]
==> reports/metrics.yaml <==
critPathMaxStageDelay_ns: 0.50
ctsHoldBuffers: 0
intPower_uw: 317
cpMaxStageDelayCell: "nor4_2"
grt_pass1_vias: 415
pin_count: 9
drv_cap: 0
grt_pass1_wl_mm: 1.84
grt_usage_pct: 3.01
ys.flops: 18
ys_cells: 52
cts_root_buf: "clkbuf_8"
register_area_um2: 440
clk_latency_ns: 0.25
grt_max_degree: 11
cp_top_family: "simple AND/OR/NAND/NOR gates"
arrival_ns: 2.00
cts_max_level: 1
slew_headroom_pct: 65.0
hold_path_class: "register to register"
fp.dieH_um: 87
dp_slack_ns: 1.44
hold_viol: 0
crit_required_ns: 3.70
post_cts_buffers: 0
fp_util_pct: 15.6
seq_power_share_pct: 57.5
yosys.area_share.xor_xnor_pct: 3.86
fmaxAchievable_mhz: 526
p_comb_share_pct: 8.4
power.total_uw: 398
p_per_area_nw_per_um2: 463
wirelength_mm: 1.08
ys_seq_share_pct: 64.7
viasPerCell: 3.62
leakage_uw: 0.000318
worstSetupPathType: "primary input to register"
core_area_um2: 4350
fin_crit_sh_pct: 52.8
layout-drive-gt1-share_pct: 7.94
ys_chip_area_um2: 681
layout.area.comb_um2: 218
period_minus_slack_ns: 1.90
n_antenna_cell: 0
numPortBuffers: 8
gp_congestion: 0.759
clockBufferDepth: 2
drc: 0
rsz0062_at_grt: "false"
synthSimpleGateAreaFrac_pct: 14.5
drt_iter0_markers: 41
crit_chain: "clkdlybuf4s50_1 -> nor2b_1 -> nor4_2 -> o21ai_0"
timing.setup.tns_ns: 0
switchingPower_uw: 81.4
firstDrtPassIters: 4
cts_resized: 0
dp_hpwl_um: 792
area_growth_syn_to_layout_pct: 26.3
fin_ws_ns: 1.70
clk_pin_slew_worst_paths_ns: 0.06
wl_per_cell_um: 9.43
status: "complete, no violations"
adder_share_pct: 3.68
worst-path-max-fanout: 6
ys_sh_mux_pct: 0
placed_cell_area_um2: 815
ir_drop_mv: 0.131
dr_total_vias: 416
worst-path-buf-inv: 1
ant_nets: 0
antenna_found_initial: 0
cts_tree: "yes"
overflow: 0
synth_area_um2: 681
dieArea_um2: 7570
num_rows: 24
synth_cell_type_count: 23
ys_warn_count: 1
skew_ns: 0.00263
fill_cells: 455
pwr-share-clk_pct: 34.0
synthAoiAreaFrac_pct: 9.93
tightest_slew_ns: 0.520
drv_slew: 0
cts_buffers: 3
design_area_um2: 860
die_width_um: 87
setup_viol: 0
clock-sinks: 18
syn_avg_cell_area_um2: 13.1
syn_inst: 52
worstSetupEndpointType: "register"
cp-start-kind: "primary input"
tool_warnings: 26
switching_share_pct: 20.4
top_logic_kind: "simple AND/OR/NAND/NOR gates"
-- synthesized netlist by cell type --
library cell	count	area, um^2
o31ai_1	1	7.51
nand2b_1	1	6.26
nor4_2	1	12.5
or3_4	1	11.3
a21oi_1	4	20.0
o211a_1	1	10.0
buf_6	1	11.3
dfxtp_1	10	200
o21ai_0	2	10.0
xnor2_1	1	8.76
nor3b_1	1	7.51
and3_1	2	12.5
nor2b_1	4	25.0
edfxtp_1	8	240
nor3_1	2	10.0
inv_1	3	11.3
xor2_1	2	17.5
or2_1	1	6.26
ha_1	2	25.0
o211ai_1	1	7.51
or4_1	1	7.51
o21ai_1	1	5.00
o21a_1	1	7.51
-- power groups by stage --
stage	clock network [uW]	registers (uW)	logic, uW
4_1_cts	143	229	33.8
6_report	136	229	33.7
5_1_grt	153	230	38.0
-- cell usage in the layout, fill, tap and decap left out --
cell type	n
a21oi_1	4
and3_1	2
clkbuf_8	3
clkdlybuf4s50_1	8
clkinv_1	1
dfxtp_1	10
edfxtp_1	8
ha_1	2
inv_1	3
nand2b_1	1
nor2b_1	4
nor3_1	2
nor3b_1	1
nor4_2	1
o211a_1	1
o211ai_1	1
o21a_1	1
o21ai_0	2
o21ai_1	1
o31ai_1	1
or2_1	1
or3_4	1
or4_1	1
xnor2_1	1
xor2_1	2
-- layer usage --
layer,vias to the layer above,part of all wire [%],track usage (%)
met5,-,0,0
met4,0,0,0.442
met3,0,11,1.98
met2,12,42,4.26
met1,197,47,3.81
li1,207,-,-
-- per-stage QoR --
stage	instances	hold WS, ns	util (%)
final	115	0.505	19.7
after floorplan	52	0.458	-
after global placement	111	0.480	18.7
after global routing	115	0.538	19.7
after CTS	115	0.498	19.7
after detailed placement	111	0.481	18.7
-- final cells by class --
class	count	share of cell area, %
well taps	52	7.57
multi-input cells	30	25.3
clock buffers	3	4.80
flip-flops and latches	18	51.2
repair buffers	8	9.32
inverters	3	1.31
clock inverters	1	0.437
-- cells by family (layout without fill, tap and decap cells) --
family,count (synthesis),count (layout)
flip-flops,18,18
AND/OR/NAND/NOR,14,14
AND-OR/OR-AND,11,11
buffers and inverters,4,15
XOR/XNOR,3,3
adder cells (fa/ha/maj),2,2
-- sequential cells by signal (all words and copies together), names as in the netlist --
register         count
O                    4
genblk1.D            4
genblk1.Counter      6
genblk1.M            4
-- final timing paths --
path / from / to / cells after the start / slack [ns]
min: genblk1.Counter[5] / genblk1.Counter[5] / 1 / 0.50
max: I[2] / genblk1.Counter[0] / 4 / 1.70
max reg2reg: genblk1.Counter[2] / O[4] / 3 / 1.97
min reg2reg: genblk1.Counter[5] / genblk1.Counter[5] / 1 / 0.50
Power is estimated from default activity; no workload was simulated.
