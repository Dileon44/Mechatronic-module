`flow/design.v`:
```
module DataCounter (Clock, Up, Reset, Down, Sign, Data);
	parameter Size = 5, Signed = "No";
	input var bit Clock;
	input var logic Up, Reset, Down, Sign;
	output var logic [Size-1:0] Data = 0;  
	var bit Synchronizing_signal = 1, Change_sign = 1;	
	always_ff @(posedge Clock) begin
		if ((Sign != Synchronizing_signal)) begin
			Synchronizing_signal <= Sign;
			Change_sign <= Sign;
		end else 
			Change_sign <= 1;
	end
	generate
	if (Signed == "No") begin
		always_ff @(posedge Clock) begin: unsigned_counter
			if (~Reset) begin Data <= 0; end
			else if (Up) begin
				if (Data < 2**Size - 1) Data <= Data + 1;
			end else if (Down) begin
				if (Data != 0) Data <= Data - 1;
			end
		end: unsigned_counter
	end else if (Signed == "Yes") begin  
		always_ff @(posedge Clock) begin: signed_counter			
			if (~Reset) begin 
				Data <= 0;
			end else if (Up) begin
				if ((Data >= 0) && (Data < 2**(Size-1)-1))  
					Data <= Data + 1;
				else if ((Data > 2**(Size-1)+1) && (Data < 2**Size))  
					Data <= Data - 1;
				else if (Data == 2**(Size-1)+1)  
					Data <= 0;
			end else if (Down) begin
				if ((Data > 0) && (Data < 2**(Size-1))) begin  
					Data <= Data - 1;
				end else if ((Data > 2**(Size-1)) && (Data < 2**Size-1)) begin  
					Data <= Data + 1;
				end else if (Data == 0) begin  
					Data <= 2**(Size - 1) + 1;
				end
			end else if (~Change_sign)  begin
				if ((Data[Size - 2:0] != 0))
					Data[Size - 1] <= ~Data[Size - 1];
			end
		end: signed_counter
	end else if (Signed == "Reverse") begin
		always_ff @(posedge Clock) begin: rev	
			if (~Reset) begin 
				Data <= 0;
			end else if (Up) begin
				if ((Data >= 0) && (Data < 2**(Size-1) - 1)) begin  
					Data <= Data + 1;
				end else if ( (Data >= 2**(Size - 1)) && (Data < 2**(Size) - 2) ) begin  
					Data <= Data + 1;
				end else if (Data == 2**Size - 2) begin 
					Data <= Data + 2;
				end
			end else if (Down) begin
				if ( (Data > 0) && (Data <= 2**(Size-1)-1) 
				  || (Data > 2**(Size - 1)) && (Data <= 2**(Size) - 2) ) begin  
					Data <= Data - 1;
				end else if (Data == 0) begin 
					Data <= Data - 2;
				end
			end else if (~Change_sign)  begin
				if ((Data[Size - 2:0] != 0))
					Data <= ~Data;
			end
		end: rev
	end else begin: add_code
		always_ff @(posedge Clock) begin: always_additional_code
			if (~Reset) begin 
				Data <= 0;
			end else if (Up) begin
				if (Data != 2**(Size - 1) - 1) begin
					Data <= Data + 1;
				end
			end else if (Down) begin
				if (Data != 2**(Size - 1)) begin
					Data <= Data - 1;
				end
			end else if (~Change_sign)  begin
				if (Data != 0 || Data != 2**(Size - 1)) begin
					Data <= (~Data) + 1;
				end
			end
		end: always_additional_code
	end: add_code
	endgenerate
endmodule: DataCounter
```
`flow/run.sh`:
```
#!/bin/bash
# OpenROAD 26Q1-2900-gdf79404cd8, Yosys 0.63+post, stock flow scripts
make -C /OpenROAD-flow-scripts/flow DESIGN_CONFIG=/design/flow/config.mk WORK_HOME=/design/flow/orfs finish
```
`flow/config.mk`:
```
export PLATFORM = sky130hd
export DESIGN_NAME = DataCounter
export DESIGN_NICKNAME = DataCounter
export VERILOG_FILES = /design/flow/design.v
export SDC_FILE = /design/flow/constraint.sdc
export NUM_CORES = 4
export LEC_CHECK = 1
export CORE_AREA = 10 10 70 70
export DIE_AREA = 0 0 80 80
```
`flow/constraint.sdc`:
```
current_design DataCounter

set clk_period 3.3
set clk_io_pct 0.2

create_clock -name clk0 -period $clk_period [get_ports {Clock}]

set non_clock_inputs [all_inputs -no_clocks]
set_input_delay [expr $clk_period * $clk_io_pct] -clock clk0 $non_clock_inputs
set_output_delay [expr $clk_period * $clk_io_pct] -clock clk0 [all_outputs]
```
==> impl_metrics.py <==
# Auto-generated metrics
metrics = {
    "timing": {
        "slew_headroom_pct": 71.9,
        "setup_viol": 0,
        "hold_violations": 0,
        "clock.fmax_mhz": 458,
        "rsz0062_at_grt": "false",
        "tns_ns": 0,
        "period_minus_slack_ns": 2.18,
        "slew_viol_final": 0,
        "skew_ns": 0.000323,
        "tightest_slew_ns": 0.417,
        "post-route-period-util_pct": 66.1,
        "worst_slack_ns": 1.12,
    },
    "flow_run": {
        "maxCapViolCount": 0,
        "warnings": 26,
    },
    "clocking": {
        "cts.sinks": 5,
        "clock_latency_ns": 0.24,
        "path_clk_slew_ns": 0.04,
        "cts_max_level": 1,
        "cts_resized": 0,
        "holdBufCountCts": 0,
        "cts_root_buffer": "clkbuf_4",
        "cts_tree": "done",
        "clockBufferDepth": 2,
        "numCtsBuffers": 3,
        "cts_setup_buffers": 0,
    },
    "power": {
        "power_density_mw_per_mm2": 467,
        "p_leak_nw": 0.209,
        "ir_worst_vdd_uv": 152,
    },
    "synth": {
        "ys_seq_share_pct": 26.7,
        "avgSynthCellArea_um2": 8.73,
        "yosysUniqueCellTypes": 21,
        "xor_area_share_pct": 4.67,
        "synth_area_um2": 375,
        "synthMuxAreaShare_pct": 2.67,
        "ys_sh_aoi_pct": 27.7,
        "adder_share_pct": 15.3,
        "synth-simple-area-share_pct": 21.0,
        "ys_warn_count": 1,
        "syn-instance-count": 43,
        "topCombFamilyByArea": "AND-OR/OR-AND gates",
        "ys_cells": 43,
        "ys_ff": 5,
        "yosys_area_um2": 375,
    },
    "setup_path": {
        "regToRegStartpoint": "Data[2]$_SDFFE_PN0P_",
        "critPathKind": "in2reg",
        "crit_required_ns": 3.47,
        "critPathMaxStageDelay_ns": 0.53,
        "crit_path_top_delay_cell": "clkdlybuf4s50_1",
        "startpoint": "Up",
        "path_cells": "clkdlybuf4s50_1 -> inv_1 -> fa_1 -> nand3_1 -> a21oi_1 -> o22ai_2 -> mux2i_1",
        "crit_path_max_fanout": 6,
        "critPathArrivalTime_ns": 2.35,
        "r2r_slack_ns": 1.80,
        "worst_setup_path_start_kind": "input port",
        "cp-end-kind": "register",
    },
    "die": {
        "chipArea_mm2": 0.00640,
        "core_mm2": 0.00342,
        "die_y_um": 80,
        "fp_util_pct": 11.0,
        "chipWidth_um": 80,
        "num_io_pins": 10,
        "std_cell_rows": 21,
    },
    "finish": {
        "reg_top3": "Data (5)",
        "final_cell_count_no_fill": 101,
        "largest_register_ffs": 5,
        "drive_gt1_share_pct": 10.9,
        "area_growth_pct": 43.7,
        "register_area_um2": 100,
        "logic_area_um2": 268,
        "fillers": 394,
        "top_register": "Data",
        "final_core_util_pct": 15.8,
    },
    "global_route": {
        "grt_pass1_vias": 382,
        "grt_max_degree": 8,
        "grt_use_total_pct": 3.39,
        "grt_pass1_wl_mm": 1.75,
        "overflow": 0,
        "antenna_found_initial": 0,
    },
    "detailed_routing": {
        "route.detailed.drc": 0,
        "insertedDiodeCount": 0,
        "wl_per_cell_um": 9.53,
        "via_count": 377,
        "avgViaCountPerCell": 3.73,
        "postRouteAntennaNets": 0,
        "wl_um": 963,
        "drtPass1Iterations": 4,
        "drt_iter0_drc": 32,
    },
    "placement": {
        "dp_hpwl_um": 750,
        "post-place-ws_ns": 0.866,
        "port_buffers": 8,
        "routabilityCongestion": 0.797,
        "dpl.cell_count": 97,
    },
    "min_path": {
        "worstHoldStart": "Data[4]$_SDFFE_PN0P_",
        "min_path_type": "reg2reg",
    },
    "status": {
        "status": "completed",
    },
}
## critical path, delay by kind of cell
family,cells,cell delay (ns)
buf+inv,2,0.67
fa+ha+maj,1,0.47
compound gates,2,0.26
mux,1,0.18
simple gates,1,0.11
## worst paths after layout
| kind | end | cells past startpoint |
|---|---|---|
| max reg2reg | Data[4]$_SDFFE_PN0P_ | 4 |
| min | Data[4]$_SDFFE_PN0P_ | 2 |
| min reg2reg | Data[4]$_SDFFE_PN0P_ | 2 |
| max | Data[4]$_SDFFE_PN0P_ | 7 |
## final cells by class
type | count | share of cell area, %
repair buffers | 8 | 14.8
inverters | 2 | 1.39
flip-flops and latches | 5 | 18.6
multi-input cells | 36 | 49.7
well taps | 46 | 10.7
clock buffers | 4 | 4.87
## power breakdown
part           switching (mW)  total [mW]  leakage [nW]  internal (mW)
logic                  0.0375      0.0926         0.152         0.0552
registers              0.0177      0.0892        0.0415         0.0715
clock network          0.0244      0.0701        0.0150         0.0457
## cell families after synthesis
kind of cell | after synthesis
XOR/XNOR | 2
buffers and inverters | 2
AND/OR/NAND/NOR | 14
multiplexers | 1
AND-OR/OR-AND | 15
flip-flops | 5
adder cells (fa/ha/maj) | 4
## metal layers
layer,global-route usage [%],routed length (µm),vias to the layer above
met1,4.48,448,173
met3,2.95,142,2
met2,4.17,367,16
met4,0.176,5,0
li1,-,-,186
met5,0,0,-
## Yosys cell counts
master / number / area share, %
xor2_1: 2 / 4.7
o21ai_0: 4 / 5.3
inv_1: 2 / 2.0
nor3_1: 4 / 5.3
dfxtp_1: 5 / 27
or4_4: 1 / 3.0
nand4_1: 1 / 1.7
nand3_1: 3 / 4.0
a21boi_1: 1 / 2.0
a21o_1: 1 / 2.0
o21bai_1: 1 / 2.0
nand2_1: 2 / 2.0
ha_1: 3 / 10
o21a_1: 1 / 2.0
fa_1: 1 / 5.3
nand2b_1: 2 / 3.3
o21ba_4: 1 / 4.3
mux2i_1: 1 / 2.7
and3_1: 1 / 1.7
a21oi_1: 5 / 6.7
o22ai_2: 1 / 3.3
## cell usage in the layout, fill, tap and decap left out, types with 2 or more instances in the layout
cell,synthesis,layout
inv_1,2,2
nor3_1,4,4
ha_1,3,3
nand3_1,3,3
a21oi_1,5,5
dfxtp_1,5,5
nand2_1,2,2
xor2_1,2,2
clkdlybuf4s50_1,0,8
clkbuf_4,0,3
o21ai_0,4,4
nand2b_1,2,2
## metrics by stage
| step | total power [mW] | hold slack [ns] | instance area [µm²] |
|---|---|---|---|
| CTS | 0.254 | 0.528 | 539 |
| global route | 0.276 | 0.568 | 539 |
| global placement | 0.181 | 0.506 | 513 |
| detailed placement | 0.183 | 0.517 | 513 |
| floorplan | 0.143 | 0.458 | 375 |
| finish | 0.252 | 0.526 | 539 |
Power figures rest on the tool's default switching activity, not on a simulated workload.
