--- flow/design.v ---
module SelNPulse (input Clk, output Ena);
parameter N = 10;
logic [$clog2(N)-1:0] Cnt = 0;
assign Ena = (Cnt == 0);
always_ff @(posedge Clk)
if (Ena) Cnt <= N - 1;
else Cnt <= Cnt - 1;
endmodule: SelNPulse
--- flow/run.sh ---
#!/bin/bash
# OpenROAD 26Q1-2900-gdf79404cd8, Yosys 0.63+post, stock flow scripts
make -C /OpenROAD-flow-scripts/flow DESIGN_CONFIG=/design/flow/config.mk WORK_HOME=/design/flow/orfs finish
--- flow/config.mk ---
export PLATFORM = sky130hd
export DESIGN_NAME = SelNPulse
export DESIGN_NICKNAME = SelNPulse
export VERILOG_FILES = /design/flow/design.v
export SDC_FILE = /design/flow/constraint.sdc
export NUM_CORES = 4
export LEC_CHECK = 1
export CORE_AREA = 10 10 70 70
export DIE_AREA = 0 0 80 80
--- flow/constraint.sdc ---
current_design SelNPulse

set clk_period 1.9
set clk_io_pct 0.2

create_clock -name clk0 -period $clk_period [get_ports {Clk}]

set non_clock_inputs [all_inputs -no_clocks]
set_input_delay [expr $clk_period * $clk_io_pct] -clock clk0 $non_clock_inputs
set_output_delay [expr $clk_period * $clk_io_pct] -clock clk0 [all_outputs]
==> results.ini <==
[worst_setup_path]
cp.arrival_ns=1.44
path_max_fanout=4
reg2reg_depth=6
critPathKind=flop to primary output
crit_path_end_kind=primary output
worstPathBufferInverterCount=2
path_cells=inv_2, ha_4, nor3b_4, clkdlybuf4s50_1
worstPathRequired_ns=1.52
crit_slowest_cell=clkdlybuf4s50_1
cp_num_cells=4
critPathMaxStageDelay_ns=0.49
cp-start-kind=flop
critical-path-top-delay-family=buffers and inverters

[hold_path]
min_path_cells=1
hold_class=flop to flop

[global_routing]
grt_most_used_layer=met1
grt.met1_usage=0.01393
grt_pass1_vias=116
grt_max_degree=6
track_usage=0.009255
grt_first_pass_wirelength_um=496
met2_usage=0.008026
grt_overflow=0
met3_usage=0.004545
antenna_found_initial=0

[cts]
clk_path_buf_depth=2
cts_tree=built
insertion_delay_ns=0.23
tritoncts.num_buffers=3
cts_max_level=1
cts_root_buf=clkbuf_4
clk_pin_slew_ns=0.03
cts.sinks=4

[sta]
tns_ns=0
fin_crit_sh=0.9591
whs_ns=0.5018
hold_viol_final=0
timing.fmax_mhz=548.8
relSlewSlack=0.8561
setup-violations-final=0
fin_crit_ns=1.822
drv_slew=0
tightest_slew_ns=0.2156
skew_ns=0.0009209

[placement]
port_buffers=1
placed_cell_area_um2=234.0
dp.cells=64
gp_congestion=0.6208
hpwl_um=167.4

[synthesis]
syn_inst=17
ys_area_um2=166.4
synth_cell_types=10
yosysWarnings=1
syn_area_per_cell_um2=9.789
yosys-top-cells-area=dfxtp_1 (48%), or2b_1 (9.0%), ha_1 (7.5%)
synthesis.area_um2=166.4
ys_cells=17
yosys.area.top_type=dfxtp_1
synth_top_area_share=0.4812
synth_seq_share=0.4812
ys_ff=4

[job]
maxCapViolations=0
tool_warnings=25

[status]
status=finished, final reports clean

[cells_and_area]
final_cells=69
n_fill_cell=406
reg_top3=Cnt (4)
top_register=Cnt
area_growth_pct=77.44
largest_register_ffs=4
drive_gt1_frac=0.3913
post-route-cell-area_um2=295.3

[floorplan]
die_width_um=80
die_area_mm2=0.006400
fp_util=0.04872
rows=21
core_mm2=0.003416
die_h_um=80
io_pins=2

[drt]
viasPerCell=1.812
num_vias=125
ant_nets=0
dr.pass1.iters=2
wire_per_inst_um=4.580
diodes=0
drc=0
drt_iter0_drc=5
routed_wl_um=316

[power_and_ir_drop]
ir_drop_uv=159.4
p_leak_nw=0.09263
p_total_mw=0.1873
powerDensity_mw_per_mm2=634.3

-- Yosys cell counts --
cell,count
nor2_1,2
ha_1,1
dfxtp_1,4
nor3b_1,1
or4b_1,1
o311a_1,1
nand3b_1,1
o21ai_0,1
or2b_1,2
inv_1,3
-- stage by stage --
stage / utilization / setup WS, ns
after floorplan: - / 0.7883
after global placement: 0.06850 / 0.1230
after detailed placement: 0.06850 / 0.1200
after CTS: 0.08132 / 0.008122
after global routing: 0.08645 / -0.008656
final: 0.08645 / 0.07776
-- report_power, final --
part / total (mW) / switching, mW / internal [mW]
clock: 0.103 / 0.0323 / 0.0705
sequential: 0.0845 / 0 / 0.0845
combinational: 0.0000000466 / 0 / 0
-- worst register-to-register path, stage by stage (launching register included) --
cell	delay [ns]
dfxtp_1	0.36
inv_2	0.06
ha_4	0.16
nor3b_4	0.15
buf_4	0.13
buf_4	0.12
or2b_1	0.20
-- metal layers --
layer,routed length [um],up-vias
met5,0,-
met4,0,0
met3,16,0
met2,110,2
met1,189,54
li1,-,69
-- cell type report --
| type | count | area [um^2] | area share |
|---|---|---|---|
| Multi-Input combinational cell | 10 | 98.84 | 0.3347 |
| Inverter | 3 | 11.26 | 0.03814 |
| Timing Repair Buffer | 3 | 25.02 | 0.08475 |
| Tap cell | 46 | 57.56 | 0.1949 |
| Sequential cell | 4 | 80.08 | 0.2712 |
| Clock buffer | 3 | 22.52 | 0.07627 |
-- path summary, 6_finish.rpt --
path	startpoint	to	slack [ns]
max	Cnt[1]$_SDFF_PP0_	Ena	0.08
min	Cnt[0]$_SDFF_PP1_	Cnt[0]$_SDFF_PP1_	0.50
max reg2reg	Cnt[0]$_SDFF_PP1_	Cnt[0]$_SDFF_PP1_	0.60
min reg2reg	Cnt[0]$_SDFF_PP1_	Cnt[0]$_SDFF_PP1_	0.50
-- cells by family after synthesis --
logic type	count (synthesis)	share of synthesized area
DFF	4	0.4812
adders and majority gates	1	0.07518
AOI/OAI and AO/OA	2	0.09020
buffers and inverters	3	0.06766
and+or+nand+nor	7	0.2857
-- cells in the final DEF, fill, tap and decap left out --
cell type,netlist,final
o311a_1,1,1
nand3b_1,1,1
dfxtp_1,4,4
inv_1,3,1
inv_2,0,2
or4b_1,1,1
clkdlybuf4s50_1,0,1
buf_4,0,2
ha_4,0,1
o21ai_0,1,1
clkbuf_4,0,3
nor3b_4,0,1
or2b_1,2,2
nor2_1,2,2
-- timing repair --
| item | in CTS | in global routing |
|---|---|---|
| endpoints found under the setup margin | 1 | 1 |
| hold buffers | 0 | 0 |
| buffers inserted | 1 | 1 |
| pin swaps | 0 | 1 |
| gates resized | 3 | 3 |
